==> /design/flow/constraint.sdc <==
current_design jesd204b_rx_core_comma

set clk_period 3.7
set clk_io_pct 0.2

create_clock -name clk0 -period $clk_period [get_ports {i_dclk}]
create_clock -name clk1 -period $clk_period [get_ports {i_gtwiz_reset_clk_freerun_in}]

set non_clock_inputs [all_inputs -no_clocks]
set_input_delay [expr $clk_period * $clk_io_pct] -clock clk0 $non_clock_inputs
set_output_delay [expr $clk_period * $clk_io_pct] -clock clk0 [all_outputs]
==> /design/flow/design.v <==
module jesd204b_lmfc_generator #(
    parameter JESD_F = 1,    
    parameter JESD_K = 8,    
    parameter DCLK_DIV = 4,  
    parameter LMFC_CNT_WIDTH = 8  
) (
    input wire dclk,    
    input wire sysref,  
    output wire o_lmfc,
    output wire[LMFC_CNT_WIDTH-1:0] o_lmfc_cnt,
    output wire o_sysref_done
);
reg[LMFC_CNT_WIDTH:0] lmfc_cnt_double = 0;
assign o_lmfc_cnt = lmfc_cnt_double >> 1;
assign o_lmfc = lmfc_cnt_double[0];
localparam dclk_cnt_width = $clog2(((JESD_K * JESD_F)/DCLK_DIV)+1);
reg[dclk_cnt_width-1:0] dclk_cnt = 0;
reg sysref_done_flag = 0;
assign o_sysref_done = sysref_done_flag;
always @(posedge dclk ) begin
    if(sysref) begin
        lmfc_cnt_double <= 1;
        dclk_cnt        <= 1;
        sysref_done_flag          <= 1'b1;
    end else begin
        sysref_done_flag <= 1'b0;
        dclk_cnt <= dclk_cnt + 1;
        if( dclk_cnt % (((JESD_K * JESD_F)/DCLK_DIV)/2) == 0) begin
            lmfc_cnt_double <= lmfc_cnt_double + 1;
        end
    end
end
endmodule
module jesd204b_rx_core_comma #(
    parameter LMFC_CNT_WIDTH    = 8,
    parameter USERDATA_WIDTH    = 32,
    parameter JESD204B_CONFIG_L = 5'b00000,
    parameter JESD204B_CONFIG_F = 8'b00000000,
    parameter JESD204B_CONFIG_K = 5'b00000,
    parameter JESD204B_CONFIG_M = 8'b00000000
) (
        inout wire io_nsync,
        input wire i_sysref,
        input wire i_dclk,   
        output wire o_gtwiz_userclk_rx_active_in, 
        input  wire i_gtwiz_reset_clk_freerun_in, 
        output wire o_gtwiz_reset_all_in,
        input  wire i_gtwiz_reset_rx_done_out,
        input  wire i_gtpowergood_out,
        output wire o_rxpcommaalignen   ,
        output wire o_rxmcommaalignen   ,
        input wire i_rxbyteisaligned_out,
        output wire o_rxusrclk2,    
        input wire [USERDATA_WIDTH-1:0] i_gtwiz_userdata_rx_out,
        output wire o_data_clk,  
        output wire [USERDATA_WIDTH-1:0] o_data_from_transceiver
);
localparam STARTUP_TIME = 100;
reg [7:0] startup_cnt = 0;
assign o_rxusrclk2 = i_dclk;
reg gtwiz_userclk_rx_active_in;
assign o_user_rx_active_in = gtwiz_userclk_rx_active_in;
reg gtwiz_reset_all_in;
assign o_gtwiz_reset_all_in = gtwiz_reset_all_in;
wire                      lmfc          ;
wire [LMFC_CNT_WIDTH-1:0] lmfc_cnt      ;
wire                      sysref_done   ;
reg                       lmfc_alligned ;  
reg [2:0] JESD204_state;  
reg [2:0] ILAS_lmfc_cnt;
wire [7:0] lane0_data0;
wire [7:0] lane0_data1;
wire [7:0] lane0_data2;
wire [7:0] lane0_data3;
assign lane0_data0 = i_gtwiz_userdata_rx_out[7:0];
assign lane0_data1 = i_gtwiz_userdata_rx_out[15:8];
assign lane0_data2 = i_gtwiz_userdata_rx_out[23:16];
assign lane0_data3 = i_gtwiz_userdata_rx_out[31:24];
reg nsync = 1'b1;
assign io_nsync = nsync;
reg rxpcommaalignen;
assign o_rxpcommaalignen = rxpcommaalignen;
reg rxmcommaalignen;
assign o_rxmcommaalignen = rxmcommaalignen;
    always @(posedge i_gtwiz_reset_clk_freerun_in ) begin
        if(startup_cnt < STARTUP_TIME)
            startup_cnt <= startup_cnt + 1;
        if(startup_cnt == STARTUP_TIME - 1)
            gtwiz_userclk_rx_active_in <= 1;
    end
    reg [15:0] reset_hold = 0;
    localparam reset_hold_time = 4000;
    always @(posedge i_gtwiz_reset_clk_freerun_in ) begin
        if(i_gtpowergood_out && reset_hold > reset_hold_time) begin
            gtwiz_reset_all_in <= 1'b0;
        end else begin
            gtwiz_reset_all_in <= 1'b1;
            reset_hold <= reset_hold + 1;
        end
    end
    localparam K285_K = 8'b10111100 ;
    localparam K283_A = 8'b01111100 ;
    localparam K280_R = 8'b00011100 ;
    reg [13:0] ILAS_SECOND_MULTI_FLAME [7:0];    
    reg [3 :0] ILAS_SECOND_MULTI_FLAME_pnt  ; 
    reg        SECOND_FLAME_DETECT          ;
    reg        CGS_ILAS_DONE_LINK_OK        ;
    wire ILAS_config_check;
    assign ILAS_config_check = (ILAS_SECOND_MULTI_FLAME[3][4:0] == JESD204B_CONFIG_L &&
                                ILAS_SECOND_MULTI_FLAME[4][7:0] == JESD204B_CONFIG_F &&
                                ILAS_SECOND_MULTI_FLAME[5][4:0] == JESD204B_CONFIG_K &&
                                ILAS_SECOND_MULTI_FLAME[6][7:0] == JESD204B_CONFIG_M );
    always @(posedge sysref_done ) begin
        if(i_gtwiz_reset_rx_done_out && i_gtpowergood_out)begin
            lmfc_alligned <= 1'b1;
            JESD204_state <= 3'b001;
        end else begin
            lmfc_alligned <= 1'b0;
        end
    end
    always @(posedge o_rxusrclk2) begin
            if (i_gtwiz_reset_rx_done_out && i_gtpowergood_out && lmfc_alligned) begin
                case (JESD204_state)
                    3'b001: begin  
                        JESD204_state <= 3'b010;
                        nsync <= 1'b0;  
                          rxpcommaalignen <= 1'b1;
                          rxmcommaalignen <= 1'b1;
                    end
                    3'b010: begin  
                        if(i_rxbyteisaligned_out)begin
                            JESD204_state <= 3'b011;
                            nsync <= 1'b1; 
                              rxpcommaalignen <= 1'b0;
                              rxmcommaalignen <= 1'b0;
                        end
                    end
                    3'b011: begin  
                        if(lane0_data0 == K280_R || 
                           lane0_data1 == K280_R || 
                           lane0_data2 == K280_R || 
                           lane0_data3 == K280_R  
                        )begin
                            ILAS_lmfc_cnt <= 1;
                            JESD204_state <= 3'b100;
                        end
                    end
                    3'b100: begin  
                        if(ILAS_lmfc_cnt == 1 && SECOND_FLAME_DETECT == 0) begin
                            if( lane0_data0 == K283_A )begin
                                ILAS_SECOND_MULTI_FLAME[0]  <= lane0_data1;
                                ILAS_SECOND_MULTI_FLAME[1]  <= lane0_data2;
                                ILAS_SECOND_MULTI_FLAME[2]  <= lane0_data3;
                                ILAS_SECOND_MULTI_FLAME_pnt <= 3;
                                SECOND_FLAME_DETECT <= 1;
                            end
                            if( lane0_data1 == K283_A )begin
                                ILAS_SECOND_MULTI_FLAME[0] = lane0_data2;
                                ILAS_SECOND_MULTI_FLAME[1] = lane0_data3;
                                ILAS_SECOND_MULTI_FLAME_pnt <= 2;
                                SECOND_FLAME_DETECT <= 1;
                            end
                            if( lane0_data2 == K283_A )begin
                                ILAS_SECOND_MULTI_FLAME[0] = lane0_data3;
                                ILAS_SECOND_MULTI_FLAME_pnt <= 1;
                                SECOND_FLAME_DETECT <= 1;
                            end
                            if( lane0_data3 == K283_A )begin
                                SECOND_FLAME_DETECT <= 1;
                            end
                        end else if (ILAS_lmfc_cnt == 1 && SECOND_FLAME_DETECT)begin
                                if(ILAS_SECOND_MULTI_FLAME_pnt + 3 < 13)begin
                                    ILAS_SECOND_MULTI_FLAME[ILAS_SECOND_MULTI_FLAME_pnt  ] <= lane0_data0;
                                    ILAS_SECOND_MULTI_FLAME[ILAS_SECOND_MULTI_FLAME_pnt+1] <= lane0_data1;
                                    ILAS_SECOND_MULTI_FLAME[ILAS_SECOND_MULTI_FLAME_pnt+2] <= lane0_data2;
                                    ILAS_SECOND_MULTI_FLAME[ILAS_SECOND_MULTI_FLAME_pnt+3] <= lane0_data3;
                                end else if(ILAS_SECOND_MULTI_FLAME_pnt + 2 < 13)begin
                                    ILAS_SECOND_MULTI_FLAME[ILAS_SECOND_MULTI_FLAME_pnt  ] <= lane0_data0;
                                    ILAS_SECOND_MULTI_FLAME[ILAS_SECOND_MULTI_FLAME_pnt+1] <= lane0_data1;
                                    ILAS_SECOND_MULTI_FLAME[ILAS_SECOND_MULTI_FLAME_pnt+2] <= lane0_data2;
                                    ILAS_SECOND_MULTI_FLAME[ILAS_SECOND_MULTI_FLAME_pnt+3] <= lane0_data3;
                                    ILAS_lmfc_cnt <= 2;
                                end else if(ILAS_SECOND_MULTI_FLAME_pnt + 1 < 13)begin 
                                    ILAS_SECOND_MULTI_FLAME[ILAS_SECOND_MULTI_FLAME_pnt  ] <= lane0_data0;
                                    ILAS_SECOND_MULTI_FLAME[ILAS_SECOND_MULTI_FLAME_pnt+1] <= lane0_data1;
                                    ILAS_SECOND_MULTI_FLAME[ILAS_SECOND_MULTI_FLAME_pnt+2] <= lane0_data2;
                                    ILAS_lmfc_cnt <= 2;
                                end else if (ILAS_SECOND_MULTI_FLAME_pnt < 13)begin
                                    ILAS_SECOND_MULTI_FLAME[ILAS_SECOND_MULTI_FLAME_pnt  ] <= lane0_data0;
                                    ILAS_SECOND_MULTI_FLAME[ILAS_SECOND_MULTI_FLAME_pnt+1] <= lane0_data1;
                                    ILAS_lmfc_cnt <= 2;
                                end else if (ILAS_SECOND_MULTI_FLAME_pnt == 13) begin
                                    ILAS_SECOND_MULTI_FLAME[ILAS_SECOND_MULTI_FLAME_pnt  ] <= lane0_data0;
                                    ILAS_lmfc_cnt <= 2;
                                end
                        end else begin
                            if (lane0_data0 == K283_A |
                                lane0_data1 == K283_A |
                                lane0_data2 == K283_A |
                                lane0_data3 == K283_A)begin
                                    ILAS_lmfc_cnt <= ILAS_lmfc_cnt + 1;
                                end
                            if(ILAS_lmfc_cnt == 4)begin
                                if (ILAS_config_check) begin
                                    JESD204_state <= 3'b101;
                                end else begin
                                    JESD204_state <= 3'b110;
                                end
                            end
                        end  
                    end
                    3'b101: begin  
                        CGS_ILAS_DONE_LINK_OK <= 1'b1;
                    end
                    3'b110: begin  
                        JESD204_state <= 3'b000;  
                    end
                    default:
                             ;
                endcase
            end
    end
    assign o_data_clk = o_rxusrclk2;
    reg [USERDATA_WIDTH-1:0] tx_data;
    assign o_data_from_transceiver = tx_data;
    always @(posedge o_data_clk) begin
        if(CGS_ILAS_DONE_LINK_OK)begin
            tx_data <= i_gtwiz_userdata_rx_out;
        end else begin
            tx_data <= 0;
        end
    end
jesd204b_lmfc_generator #(
    .JESD_F        (1)       ,  
    .JESD_K        (8)       ,   
    .DCLK_DIV      (4)       , 
    .LMFC_CNT_WIDTH(LMFC_CNT_WIDTH) 
) lmfc_gen_inst (
    .dclk       (i_dclk)     ,    
    .sysref     (i_sysref)   , 
    .o_lmfc     (lmfc)       ,
    .o_lmfc_cnt (lmfc_cnt)   ,
    .o_sysref_done(sysref_done)
);
endmodule
==> /design/flow/run.sh <==
#!/bin/bash
# OpenROAD 26Q1-2900-gdf79404cd8, Yosys 0.63+post, stock flow scripts
make -C /OpenROAD-flow-scripts/flow DESIGN_CONFIG=/design/flow/config.mk WORK_HOME=/design/flow/orfs finish
==> /design/flow/config.mk <==
export PLATFORM = sky130hd
export DESIGN_NAME = jesd204b_rx_core_comma
export DESIGN_NICKNAME = jesd204b_rx_core_comma
export VERILOG_FILES = /design/flow/design.v
export SDC_FILE = /design/flow/constraint.sdc
export NUM_CORES = 4
export LEC_CHECK = 1
export CORE_UTILIZATION = 30
==> job_summary.md <==
### Yosys + OpenROAD results

| Metric | Value |
|---|---|
| Antenna Nets Post-Route | `0` |
| HP Start | `reset_hold[12]` |
| R2R depth | `6` |
| Outcome | `complete, no violations` |
| Critical path class | `clock port to output port` |
| First-pass GRT wire length | `5180 um` |
| Pins Over Slew Limit | `0` |
| Worst reg2reg path endpoint | `reset_hold[10]` |
| Hold depth | `1` |
| Flip-flops with a built-in enable | `17` |
| Via density | `4.09` |
| VDD IR max | `~0.37 mV` |
| Most common logic cell in the routed design | `clkdlybuf4s50_1` |
| Worst Hold Path EP | `reset_hold[12]` |
| WP data arrival | `2.47 ns` |
| Die footprint | `roughly 5700 um2` |
| Post-CTS Setup Inserts | `0` |
| Placeable Area | `5140 um2` |
| Met3 wire length | `569 um` |
| FFs w/ async S/R, synth | `0%` |
| Sequential area share after synthesis | `75.0%` |
| Clk_skew | `0.00259 ns` |
| Worst Setup Start Kind | `clock port` |
| Hold WS | `0.613 ns` |
| Cell family with most CP delay | `buffers and inverters` |
| Crit path max fanout | `2` |
| Ant. Diodes | `0` |
| Share of cells above drive strength 1 | `8.90%` |
| Vias | `roughly 1,100` |
| Final Hold Fails | `0` |
| Distinct cells, synth | `24` |
| All-Layer GR Usage | `12.6%` |
| Critical path depth | `3` |
| RSZ-0062 raised after global routing | `false` |
| CTS Hold Bufs | `0` |
| Synthesis Warnings | `10` |
| Initial drt markers | `about 47` |
| CP max stage cell | `clkdlybuf4s50_1` |
| I/O Buffers | `70` |
| Endpoints left unconstrained | `1` |
| Die span in x | `75.4 um` |
| Yosys Instances | `roughly 110` |
| PnR worst setup slack | `0.487 ns` |
| Wire per inst | `11.9 um` |
| Yosys reg bits | `52` |
| Cell Area, Synth | `1620 um2` |
| TritonCTS clock tree | `yes` |
| Final Power | `1.19 mW` |
| Max incr delay on CP | `just under 0.4 ns` |
| Synth Instances | `109` |
| Uppermost routed layer | `met4` |
| Main synth FF type | `dfxtp_1` |
| Top cells excl fill/tap | `clkdlybuf4s50_1 (70), dfxtp_1 (35), edfxtp_1 (17)` |
| YS chip area | `1620 um2` |
| # DRC | `0` |
| Critical Path RT | `between 2 and 3 ns` |
| Flop-to-flop setup slack | `1.38 ns` |
| Least-Margin Pin Slew | `0.712 ns` |
| Setup TNS | `0 ns` |
| Dpl ws | `about 0.74 ns` |
| Initial Util | `31.4%` |
| Count of unclocked register or latch pins | `1` |
| Final setup violation count | `0` |
| Metal1 wirelength | `1200 um` |
| Min-delay worst type | `flop to flop` |
| Final Wtd Congestion | `0.734` |
| Drt first pass iters | `4` |
| Most common cell on crit path | `clkbuf_8` |
| Avg Cell Area, Syn | `around 15 um2` |
| Total Wirelength | `~3100 um` |
| Leakage | `1.06 nW` |
| Dpl cells | `246` |
| Layout Cells excl Fill | `between 200 and 300` |
| Worst Setup End Kind | `output port` |
| Largest net degree at the start of global routing | `17` |
| Max_slew headroom | `52.4%` |
| Cells along the critical path | `clkbuf_8, clkbuf_8, clkdlybuf4s50_1` |
| Wire length on met2 | `1280 um` |
| CP bufs+invs | `3` |
| Row count | `26` |
| Pwr dens | `467 nW/um2` |
| Post_cts resized | `0` |
| Clk slew on worst S/H paths | `0.07 ns` |
| R2R Path Start | `reset_hold[0]` |
| Tool warning count | `30` |
| Chip height | `about 75 um` |
| Area Growth Syn to Fin | `57.9%` |
| Io pins | `77` |
| Vias in the first global route | `1,153` |
| Gr ovfl total | `0` |
| Max Cap Viol | `0` |
| Final HPWL DP | `about 2200 um` |
| Initial antenna violation count | `0` |
[per-layer routing]
| metal | up-vias | global-route usage [%] |
|---|---|---|
| met5 | - | 0 |
| met4 | 0 | 3.29 |
| met3 | 7 | 9.92 |
| met1 | 483 | 16.7 |
| li1 | 517 | - |
| met2 | 60 | 16.6 |
[worst reg2reg max path: stages, from the launching register on]
cell      delay (ns)
edfxtp_1        0.43
inv_1           0.11
ha_1            0.14
or4b_1          0.43
a21oi_1         0.18
o21ai_1         0.10
nand2_1         0.56
[stage by stage]
step | area (um2) | util, %
finish | 2550 | 49.6
global route | 2550 | 49.6
CTS | 2550 | 49.6
detailed placement | 2370 | 46.2
global placement | 2370 | 46.2
floorplan | 1620 | -
[report_power, final]
part | leakage (nW) | internal, mW | switching (mW)
combinational | 0.460 | 0.0607 | 0.00848
sequential | 0.495 | 0.595 | 0.00470
clock | 0.100 | 0.330 | 0.192
total | 1.06 | 0.986 | 0.205
[flip-flops by register name, summed over array words and instances, names as in the netlist]
register / cells
gtwiz_reset_all_in: 1
lmfc_alligned: 1
io_nsync: 1
tx_data: 32
lmfc_gen_inst.sysref_done_flag: 1
reset_hold: 16
[area by class of cell]
cell class / count / area (um2)
fillers: 457 / 2590
flip-flops and latches: 52 / 1210
repair buffers: 68 / 681
multi-input cells: 52 / 367
clock buffers: 16 / 193
well taps: 70 / 87.6
inverters: 2 / 7.51
clock inverters: 1 / 5.00
[synthesized netlist by cell type, drive strengths merged, types with 2 or more instances]
cell	instances	area [um2]
and4	2	20.0
buf	5	37.5
conb	2	7.51
dfxtp	35	701
edfxtp	17	510
ha	2	25.0
inv	2	7.51
nand2	9	33.8
nand3	5	25.0
nand4	2	27.5
nor2	5	18.8
nor4	2	27.5
xnor2	8	70.1
xor2	6	52.6
[kinds of logic after synthesis]
kind of cell	after synthesis	share of synthesized area [%]
buffers and inverters	7	2.79
DFF	52	75.0
other	2	0.465
xor gates and xnor gates	14	7.59
adders and majority gates	2	1.55
and+or+nand+nor	30	12.0
AOI/OAI and AO/OA	2	0.619
[worst max-delay path by stage]
stage	endpoint	startpoint	slack (ns)
CTS	o_rxusrclk2	i_dclk	0.48
global route	o_rxusrclk2	i_dclk	0.46
finish	o_data_clk	i_dclk	0.49
Power is estimated from default activity; no workload was simulated.
